==> design/flow/design.v <==
 module fulladder_LA(a, b, cin, sum, p, g);
   input a, b, cin;
   output sum, p, g;
   assign #2 sum = a ^ b ^ cin;
   assign #1 p = a ^ b;
   assign #1 g = a & b;
endmodule
 module lookahead(c_in, c_out, c, p, g, P, G);
   input [3:0] p, g;
   input c_in;
   output [2:0] c;
   output c_out;
   output P, G;
   assign #2 c[0] = g[0] | (p[0] & c_in); 
   assign #3 c[1] = g[1] | (g[0] & p[1]) | (p[1] & p[0] & c_in); 
   assign #4 c[2] = g[2] | (g[1] & p[2]) | (g[0] & p[1] & p[2]) | (p[2] & p[1] & p[0] & c_in); 
   assign #5 c_out = g[3] | (g[2] & p[3]) | (g[1] & p[2] & p[3]) | (g[0] & p[1] & p[2] & p[3]) | (p[3] & p[2] & p[1] & p[0] & c_in);  
   assign #4 G = g[3] | (g[2] & p[3]) | (g[1] & p[2] & p[3]) | (p[3] & p[2] & p[1] & g[0]);
   assign #3 P = p[3] & p[2] & p[1] & p[0];
endmodule
 module ALU16_LA(A, B, sel, out);
   input [15:0] A, B;
   input [2:0] sel;
   wire [3:0] p, g;
   output [15:0] out;
   assign less = 1'b0;
   wire [2:0] c;
   wire P_NULL, G_NULL, overflow, c_out;
   wire C_NULL[3:0];
    ALU4_LA a1(A[3:0],   B[3:0],   sel[2], C_NULL[0], overflow, sel, out[3:0], p[0], g[0]); 
    ALU4_LA a2(A[7:4],   B[7:4],   c[0],  C_NULL[1], less,  sel,  out[7:4], p[1], g[1]); 
    ALU4_LA a3(A[11:8],  B[11:8],  c[1],  C_NULL[2], less,  sel,  out[11:8], p[2], g[2]); 
    ALU4_LA a4(A[15:12], B[15:12], c[2],  C_NULL[3], less,  sel,  out[15:12], p[3], g[3]); 
    lookahead l1(sel[2], c_out, c, p, g, P_NULL, G_NULL);
    assign overflow =~ out[15] ^ c_out;
endmodule
 module ALU4_LA(a, b, c_in, c_out, less, sel, out, P, G);
    input less;
    input [3:0] a, b;
    input [2:0] sel;
    input c_in;
    output [3:0] out;
    output P,G;
    output c_out;
    wire [2:0] c;
    wire [3:0] p, g;
    alu_slice_LA a1(a[0], b[0], c_in, less, sel, out[0], p[0], g[0]); 
    alu_slice_LA a2(a[1], b[1], c[0], 1'b0, sel, out[1], p[1], g[1]); 
    alu_slice_LA a3(a[2], b[2], c[1], 1'b0, sel, out[2], p[2], g[2]); 
    alu_slice_LA a4(a[3], b[3], c[2], 1'b0, sel, out[3], p[3], g[3]); 
    lookahead l1(c_in, c_out, c, p, g, P, G);
endmodule
module alu_slice_LA(a, b, c, less, sel, out, p, g);    
	input a, b, c, less; 
	input [2:0] sel;
	output out;
	output p, g;
	wire sum, cout, ANDresult,less, ORresult, b_inv, p, g;
	reg out;
	assign  b_inv = sel[2] ^ b;
	assign  ANDresult = a & b;
	assign  ORresult = a | b;
	fulladder_LA f1(a, b_inv, c, sum, p, g);
	always @(a or b or c or less or sel)
	   begin
		   case(sel[1:0])
			   2'b00: out = ANDresult;
            2'b01: out = ORresult;
            2'b10: out = sum;
            2'b11: out = less;
		   endcase
	   end
endmodule
==> design/flow/run.sh <==
#!/bin/bash
# OpenROAD 26Q1-2900-gdf79404cd8, Yosys 0.63+post, stock flow scripts
make -C /OpenROAD-flow-scripts/flow DESIGN_CONFIG=/design/flow/config.mk WORK_HOME=/design/flow/orfs finish
==> design/flow/config.mk <==
export PLATFORM = sky130hd
export DESIGN_NAME = ALU16_LA
export DESIGN_NICKNAME = ALU16_LA
export VERILOG_FILES = /design/flow/design.v
export SDC_FILE = /design/flow/constraint.sdc
export NUM_CORES = 4
export LEC_CHECK = 1
export CORE_UTILIZATION = 30
==> design/flow/constraint.sdc <==
current_design ALU16_LA

set clk_period 6.0
set clk_io_pct 0.2

create_clock -name clk0 -period $clk_period

set non_clock_inputs [all_inputs -no_clocks]
set_input_delay [expr $clk_period * $clk_io_pct] -clock clk0 $non_clock_inputs
set_output_delay [expr $clk_period * $clk_io_pct] -clock clk0 [all_outputs]
==> out/qor.yml <==
layout-drive-gt1-share_pct: 5.05
netSwitchingPower_uw: 87.9
post_synth_instance_area_um2: 1390
n_sequential_cell: 0
maxCapViolCount: 0
worst_path_largest_cell_delay_ns: 0.50
worstSetupEndpointType: "output pin"
cpMostUsedCell: "clkdlybuf4s50_1"
worst_ir_drop_vdd_mv: 0.0395
post-cts-setup-buffers: 0
top_area_cell: "ha_1"
rsz0062_at_grt: "false"
drt_first_iter_violations: 52
pwr-share-seq_pct: 0
synthCells: 186
worstSetupStartpointType: "input pin"
run_status: "completed"
drtAntennaViolNets: 0
drc_errors: 0
final-seq-area_um2: 0
finalWeightedCongestion: 0.761
power_report.internal_total_uw: 106
post-layout-total-power_uw: 194
tool_warnings: 33
synth_sequential_area_ratio_pct: 0
ys_area_um2: 1390
timing.critical_path.cells: "clkdlybuf4s50_1 -> buf_4 -> xor2_1 -> ha_1 -> a21o_1 -> a21oi_2 -> nand2_1 -> a21boi_1 -> fa_1 -> o22ai_1 -> clkdlybuf4s50_1"
cpMaxStageDelayCell: "clkdlybuf4s50_1"
maxClockFrequency_ghz: 0.179
place_worst_setup_slack_ns: 0.403
min_path_type: "input pin to output pin"
die_x_um: 70.0
postLayoutSetupSlackWorst_ns: 0.412
power_per_cell_area_nw_per_um2: 106
syn_avg_cell_area_um2: 7.46
design.core.area_um2: 4410
yosys-top-cells-area: "ha_1 16%, xor2_1 13%, buf_4 8.7%, a21oi_1 8.3%, o21a_1 5.4%"
ctsHoldBuffers: 0
final_util_pct: 41.7
grt_antenna_before_repair: 0
fillers: 463
nClkBuffers: 0
grt_use_total_pct: 13.0
boundary_pin_count: 51
fin_crit_sh_pct: 93.1
grt_overflow: 0
yosys_warnings: 4
slew_at_the_pin_closest_to_its_max_slew_limit_ns: 0.674
max-slew-margin-rel_pct: 55.0
std_cell_rows: 24
power.leakage_uw: 0.000781
syn_to_final_growth_pct: 32.6
number_of_buffers_added_on_ports: 51
post_drt_wl_per_cell_um: 11.5
maximum_fanout_encountered_on_the_critical_timing_path: 13
drt_wl_total_um: 3090
wire_length_of_the_first_global_routing_pass_um: 5380
cts-resized-gates: 0
route.vias.total: 1336
drtPass1Iterations: 4
grt_start_max_net_pins: 23
final-hold-violation-count: 0
yosysMostFrequentCell: "a21oi_1"
dp.final_hpwl_um: 2460
cp.buffers_inverters: 3
period_needed_ns: 5.59
clkPwrFrac_pct: 0
synth.top_cell.area_share_pct: 16.2
arrival_ns: 4.39
core_util_floorplan_pct: 31.4
die_h_um: 70.0
slew_viol_final: 0
kind_of_cell_adding_the_most_delay_to_the_critical_path: "buffers and inverters"
detail_route.antenna_diodes: 0
ys_cells: 186
routed_via_density: 4.95
setup-tns-final_ns: 0
yosysUniqueCellTypes: 45
first_global_vias: 1152
timing.critical_path.required_ns: 4.80
common_cells: "23 x a21oi_1, 21 x xor2_1, 18 x ha_1, 16 x buf_4, 11 x inv_1"
comb_power_share_pct: 100.0
power.switching_fraction_pct: 45.3
path_class: "input pin to output pin"
design.die.area_um2: 4900
finalSetupViolations: 0
-- stage by stage --
step,instances,hold slack (ns),instance area [µm²]
floorplan,186,2.65,1390
global placement,270,3.47,1840
detailed placement,270,3.47,1840
CTS,270,3.48,1840
global route,270,3.51,1840
finish,270,3.47,1840
-- routing by layer --
layer	wire length (µm)	track usage (%)
met5	0	0
met4	0	0
met3	152	0.584
met2	1360	21.2
met1	1590	20.5
-- cells in the final DEF (no fill, tap or decap), drive strengths merged, types with 4 or more instances in the layout --
| cell type | netlist | final |
|---|---|---|
| clkdlybuf4s50 | 0 | 51 |
| a21oi | 24 | 24 |
| xor2 | 21 | 21 |
| ha | 18 | 18 |
| inv | 11 | 11 |
| nand2 | 10 | 10 |
| nor2 | 10 | 10 |
| o21a | 10 | 10 |
| o22ai | 10 | 10 |
| o21ai | 7 | 7 |
| buf | 18 | 4 |
| a21o | 4 | 4 |
-- final cells by class --
cell class	instances	area, µm²	area share, %
Inverter	11	41.3	2.24
Multi-Input combinational cell	152	1190	64.8
Tap cell	52	65.1	3.54
Timing Repair Buffer	55	541	29.4
-- power by group through the flow --
stage	Combinational, µW	Sequential [µW]	Clock [µW]
global route	219	0	0
CTS	197	0	0
finish	194	0	0
-- path summary, 6_finish.rpt --
path               start  slack, ns  endpoint  depth (start not counted)
hold / removal     B[13]       3.47   out[13]                          4
setup / recovery  sel[2]       0.41    out[8]                         11
-- kinds of logic (layout without fill, tap and decap cells) --
kind of cell | Yosys count | after routing | synth area share [%]
compound gates | 71 | 71 | 35.6
xor+xnor | 23 | 23 | 14.5
fa+ha+maj | 21 | 21 | 20.6
buf+inv | 34 | 66 | 14.1
mux | 2 | 2 | 1.53
simple gates | 35 | 35 | 13.7
Power and IR drop assume default switching activity.
