[design.v]
 module fulladder(a, b, cin, sum, cout);
   input a, b, cin;
   output sum, cout;
   assign #2 sum = a ^ b ^ cin;
   assign #2 cout = a & b | a & cin | b & cin;
endmodule
 module ALU16(A, B, sel, out);
		input [15:0] A, B;
		input [2:0] sel;
		output [15:0] out;
		assign less = 1'b0;;
		wire [15:0] c;
		wire set;
       alu_slice a1(A[0], B[0], sel[2], set, sel, c[0], out[0]); 
       alu_slice a2(A[1], B[1], c[0], less, sel, c[1], out[1]); 
       alu_slice a3(A[2], B[2], c[1], less, sel, c[2], out[2]); 
       alu_slice a4(A[3], B[3], c[2], less, sel, c[3], out[3]); 
       alu_slice a5(A[4], B[4], c[3], less, sel, c[4], out[4]); 
       alu_slice a6(A[5], B[5], c[4], less, sel, c[5], out[5]); 
       alu_slice a7(A[6], B[6], c[5], less, sel, c[6], out[6]); 
       alu_slice a8(A[7], B[7], c[6], less, sel, c[7], out[7]); 
       alu_slice a9(A[8], B[8], c[7], less, sel, c[8], out[8]); 
       alu_slice a10(A[9], B[9], c[8], less, sel, c[9], out[9]); 
       alu_slice a11(A[10], B[10], c[9], less, sel, c[10], out[10]); 
       alu_slice a12(A[11], B[11], c[10], less, sel,  c[11], out[11]); 
       alu_slice a13(A[12], B[12], c[11], less, sel,  c[12], out[12]); 
       alu_slice a14(A[13], B[13], c[12], less, sel,  c[13], out[13]); 
       alu_slice a15(A[14], B[14], c[13], less, sel,  c[14], out[14]); 
       alu_slice_msb a16(A[15], B[15], c[14], less, sel,  c[15], out[15],set); 
endmodule
module alu_slice(a, b, c, less, sel, cout, out);    
	input a, b, c, less; 
	input [2:0] sel;
	output cout, out;
	wire sum, cout, ANDresult,less, ORresult, b_inv;
	reg out;
	assign  b_inv = sel[2] ^ b;
	assign  ANDresult = a & b;
	assign  ORresult = a | b;
	fulladder f1(a, b_inv, c, sum, cout);
	always @(a or b or c or less or sel)
	   begin
		   case(sel[1:0])
			   2'b00: out = ANDresult;
            2'b01: out = ORresult;
            2'b10: out = sum;
            2'b11: out = less;
		   endcase
	   end
endmodule
 module alu_slice_msb(a, b, c, less, sel, ovrflw, out, set);   
	input a, b, c, less; 
	input [2:0] sel;
	output out, ovrflw, set;
	wire overflow;
	wire sum, ANDresult,less, ORresult, b_inv;
   reg out;
	assign b_inv = sel[2] ^ b;
	assign ANDresult = a & b;
	assign ORresult = a | b;
	assign ovrflw = overflow ^ c;
	fulladder f1(a, b_inv, c, sum, overflow);
	assign set = sum;
	always @(a or b or c or less or sel)
	begin
		case(sel[1:0])
			2'b00: out = ANDresult;
         2'b01: out = ORresult;
         2'b10: out = sum;
         2'b11: out = less;
		endcase
	end
endmodule
[run.sh]
#!/bin/bash
# OpenROAD 26Q1-2900-gdf79404cd8, Yosys 0.63+post, stock flow scripts
make -C /OpenROAD-flow-scripts/flow DESIGN_CONFIG=/design/flow/config.mk WORK_HOME=/design/flow/orfs finish
[config.mk]
export PLATFORM = sky130hd
export DESIGN_NAME = ALU16
export DESIGN_NICKNAME = ALU16
export VERILOG_FILES = /design/flow/design.v
export SDC_FILE = /design/flow/constraint.sdc
export NUM_CORES = 4
export LEC_CHECK = 1
export CORE_AREA = 10 10 95 95
export DIE_AREA = 0 0 105 105
[constraint.sdc]
current_design ALU16

set clk_period 16.7
set clk_io_pct 0.2

create_clock -name clk0 -period $clk_period

set non_clock_inputs [all_inputs -no_clocks]
set_input_delay [expr $clk_period * $clk_io_pct] -clock clk0 $non_clock_inputs
set_output_delay [expr $clk_period * $clk_io_pct] -clock clk0 [all_outputs]
==> results.ini <==
[clock_network]
ctsHoldBuffers=0
cts_resized=0
cts_setup_buffers=0

[global_routing]
grt_overflow=0
antenna_found_initial=0
grt_pass1_wl_um=5080
busiest_layer=met2
grt_usage_pct=5.46
grt_start_max_net_pins=25
use_met1_pct=7.66
gr-usage-met3_pct=1.86
use_met2_pct=8.45
grt_pass1_vias=955

[synthesis]
synth_cell_type_count=21
syn-mean-instance-area_um2=8.21
synth_cells=125
netlist_area_um2=1030
ys_top_cells_by_count=buf_4 (17), a21oi_1 (15), fa_1 (14)
top_area_share_pct=27.3
yosysCellCount=125
ys_area_um2=1030
ys.warnings.count=3
synth_top_cell_by_area=fa_1
top_cell=buf_4
synth-seq-area-share_pct=0
ys_top_cells_by_area=fa_1 (27%), buf_4 (12%), xor2_1 (10%)

[placed_design]
dp_slack_ns=2.95
dp_hpwl_um=2580
portBuffers=51
post-place-cells=252
gp_congestion=0.709

[layout]
regArea_um2=0
clkbuf_count=0
drive_above_1_share_pct=2.56
stdcell_count=252
area_growth_pct=47.1
flops=0

[setup_path]
required_ns=13.36
path_class=primary input to primary output
cpPeakStageDelay_ns=0.49
cpMaxStageDelayCell=clkdlybuf4s50_1
worstPathCellList=clkdlybuf4s50_1, buf_4, xnor2_1, fa_1, fa_1, inv_1, fa_1, fa_1, fa_1, fa_1, fa_1, fa_1, fa_1, fa_1, fa_1, fa_1, fa_1, fa_1, xnor2_1, xnor2_1, a31oi_1, clkdlybuf4s50_1
crit_family=adder cells
cp_common_cell=fa_1
cp_num_buf_inv=4
critPathLaunchType=primary input
cp_max_fo=16
worstPathArrival_ns=10.34
critPathCaptureType=primary output

[drt]
drtIter0Drc=36
drtPass1Iterations=4
routed_wl_um=3090
via_count=894
viasPerCell=3.55
antenna_left=0
drc=0
avgRoutedWirePerCell_um=12.2
diodes=0

[final_timing]
fin_ws_ns=3.02
tightestPinTransition_ns=0.818
rsz0062_at_grt=no
hold_violations=0
tns_ns=0
fin_crit_sh_pct=81.9
period_minus_slack_ns=13.68
fmax_mhz=73.1
slew_viol_final=0
setup_viol=0
slew_headroom_pct=45.3

[min_path]
hold_path_class=primary input to primary output

[pwr]
vdd_drop_max_v=0.00000878
power_per_cell_area_nw_per_um2=32.6
combinationalPowerShare_pct=100.0
finalPower_uw=49.3
leakage_uw=0.000616
pwr-share-seq_pct=0
power_switching_uw=19.6
internal-power_uw=29.7
clkPwrFrac_pct=0
p_sw_share_pct=39.8

[floorplan]
dieHeight_um=105
io_pins=51
core_um2=6910
dieWidth_um=105
fp-utilization_pct=14.9
std_cell_rows=30
chip_area_um2=11000

[job]
warning_count=33
max-cap-violations=0

[run_status]
outcome=finished, final reports clean

-- stage by stage --
stage	hold slack, ns	area [um^2]	util, %
floorplan	6.93	1030	-
global placement	7.79	1510	21.8
detailed placement	7.80	1510	21.8
CTS	7.79	1510	21.8
global route	7.82	1510	21.8
finish	7.78	1510	21.8
-- kinds of logic (layout without fill, tap and decap cells) --
| group | Yosys count | count (layout) | share of synthesized area (%) |
|---|---|---|---|
| simple gates | 15 | 15 | 6.34 |
| buf+inv | 28 | 59 | 18.4 |
| compound gates | 47 | 47 | 27.1 |
| fa+ha+maj | 16 | 16 | 29.8 |
| xor+xnor | 17 | 17 | 16.3 |
| mux | 2 | 2 | 2.07 |
-- routing by layer --
metal | wire, um | up-vias
li1 | - | 464
met1 | 1550 | 392
met2 | 1240 | 38
met3 | 300 | 0
met4 | 0 | 0
met5 | 0 | -
-- power by group through the flow --
| stage | Clock, uW | Combinational, uW | Sequential [uW] |
|---|---|---|---|
| 6_report | 0 | 49.3 | 0 |
| 5_1_grt | 0 | 55.4 | 0 |
| 4_1_cts | 0 | 50.6 | 0 |
-- layout by cell type (no fill, tap or decap), drive strengths merged, types with 2 or more instances in the layout --
cell type / instances
o22ai: 3
inv: 5
a21o: 12
xnor2: 5
clkdlybuf4s50: 51
o21a: 3
nand2: 12
fa: 14
a21oi: 15
ha: 2
buf: 3
o21ai: 13
xor2: 12
-- cell type report --
| class | instances | area, um^2 |
|---|---|---|
| fillers | 780 | 5400 |
| multi-input cells | 97 | 837 |
| repair buffers | 54 | 533 |
| well taps | 96 | 120 |
| inverters | 5 | 18.8 |
-- worst paths after layout --
check              start  endpoint  slack [ns]  cells past startpoint
hold / removal      A[2]    out[2]        7.78                      4
setup / recovery  sel[2]    out[0]        3.02                     22
No activity file was given, so power comes from the tool's default toggle rates.
