### flow/run.sh
#!/bin/bash
# OpenROAD 26Q1-2900-gdf79404cd8, Yosys 0.63+post, stock flow scripts
make -C /OpenROAD-flow-scripts/flow DESIGN_CONFIG=/design/flow/config.mk WORK_HOME=/design/flow/orfs finish
### flow/config.mk
export PLATFORM = sky130hd
export DESIGN_NAME = add16_LA
export DESIGN_NICKNAME = add16_LA
export VERILOG_FILES = /design/flow/design.v
export SDC_FILE = /design/flow/constraint.sdc
export NUM_CORES = 4
export LEC_CHECK = 1
export CORE_AREA = 10 10 73 73
export DIE_AREA = 0 0 83 83
### flow/constraint.sdc
current_design add16_LA

set clk_period 4.4
set clk_io_pct 0.2

create_clock -name clk0 -period $clk_period

set non_clock_inputs [all_inputs -no_clocks]
set_input_delay [expr $clk_period * $clk_io_pct] -clock clk0 $non_clock_inputs
set_output_delay [expr $clk_period * $clk_io_pct] -clock clk0 [all_outputs]
### flow/design.v
 module add16_LA(a, b, c_in, sum, c_out, P, G); 
 input [15:0] a, b;
 input c_in;
 output [15:0] sum;
 output c_out;
 output P, G;
 wire [2:0] c;
 wire [3:0] p, g;
 wire [3:0] c_null;
 add4_LA A1(a[3:0], b[3:0], c_in, sum[3:0], c_null[0], p[0], g[0]); 
 add4_LA A2(a[7:4], b[7:4], c[0], sum[7:4], c_null[1], p[1], g[1]);
 add4_LA A3(a[11:8], b[11:8], c[1], sum[11:8], c_null[2], p[2], g[2]);
 add4_LA A4(a[15:12], b[15:12], c[2], sum[15:12], c_null[3], p[3], g[3]);
 lookahead l1(c_in, c_out, c, p, g, P, G);
endmodule
 module add4_LA(a, b, c_in, sum, c_out, P, G); 
   input [3:0] a, b;
   input c_in;
   output [3:0] sum;
   output c_out;
   output P, G;
   wire [2:0] c;
   wire [3:0] p, g;
   fulladder_LA f0(a[0], b[0], c_in, sum[0], p[0], g[0]);
   fulladder_LA f1(a[1], b[1], c[0], sum[1], p[1], g[1]);
   fulladder_LA f2(a[2], b[2], c[1], sum[2], p[2], g[2]);
   fulladder_LA f3(a[3], b[3], c[2], sum[3], p[3], g[3]);
   lookahead l1(c_in, c_out, c, p, g, P, G);
endmodule
 module fulladder_LA(a, b, cin, sum, p, g);
   input a, b, cin;
   output sum, p, g;
   assign #2 sum = a ^ b ^ cin;
   assign #1 p = a ^ b;
   assign #1 g = a & b;
endmodule
 module lookahead(c_in, c_out, c, p, g, P, G);
   input [3:0] p, g;
   input c_in;
   output [2:0] c;
   output c_out;
   output P, G;
   assign #2 c[0] = g[0] | (p[0] & c_in); 
   assign #3 c[1] = g[1] | (g[0] & p[1]) | (p[1] & p[0] & c_in); 
   assign #4 c[2] = g[2] | (g[1] & p[2]) | (g[0] & p[1] & p[2]) | (p[2] & p[1] & p[0] & c_in); 
   assign #5 c_out = g[3] | (g[2] & p[3]) | (g[1] & p[2] & p[3]) | (g[0] & p[1] & p[2] & p[3]) | (p[3] & p[2] & p[1] & p[0] & c_in);  
   assign #4 G = g[3] | (g[2] & p[3]) | (g[1] & p[2] & p[3]) | (p[3] & p[2] & p[1] & g[0]);
   assign #3 P = p[3] & p[2] & p[1] & p[0];
endmodule
==> flow_summary.ini <==
; yosys + openroad results
[finish]
layout-drive-gt1-share_pct = 8.72
fill_cells = 375
flop_area_um2 = 0
clkbuf_count = 0
stdcell_area_um2 = 1480
logic_area_um2 = 821
design.seq.count = 0
instances_no_fill = 220
area_growth_pct = 52.1

[logic_synthesis]
synth_warnings = 0
synth_area_um2 = 971
ys_area_um2 = 971
syn_inst = 132
synthTopCellsByArea = ha_1, buf_4, fa_1
syn-mean-instance-area_um2 = 7.36
synth.distinct_cells = 38
top_cell_area_share_pct = 20.6
seq_area_frac_synth_pct = 0
yosys_cells = 132
largest_area_cell = ha_1

[power_and_ir_drop]
pwr_density_cell_nw_per_um2 = 143
p_total_uw = 211
ir_drop_mv = 0.0476
p_leak_nw = 0.606

[cts]
ctsResizeCount = 0
cts_hold_buffers = 0
post_cts_buffers = 0

[placed_design]
portBuffers = 52
place_inst = 220
hpwl_um = 2320
place_area_um2 = 1460
place_congestion = 0.796

[floorplanning]
die_h_um = 83
core_area_um2 = 3740
initial_core_util_pct = 25.9
io_pins = 52
die_w_um = 83
rows = 22
die_area_um2 = 6890

[critical_path]
cp_common_cell = clkdlybuf4s50_1
cp.arrival_ps = 3340
cpMaxStageDelayCell = clkdlybuf4s50_1
path_cells = clkdlybuf4s50_1, ha_1, a21oi_1, o21ai_2, a211o_1, nor2_1, fa_1, inv_1, clkdlybuf4s50_1
crit_fanout = 4
startpoint_type = input port
critPathCaptureType = output port
max_stage_delay_ps = 460
crit_type = in -> out
required_ps = 3520

[detailed_routing]
postRouteWirelength_um = 2530
first_pass_iters = 4
detailroute.via_count = 1017
wl_per_cell_um = 11.5
drt_iter0_drc = 37
diodes = 0
viasPerCell = 4.62
final_antenna_net_count = 0
drc = 0

[sta]
slew_violations = 0
hold_violations = 0
fmax_mhz = 237
min_period_ps = 4220
rsz0062_at_grt = no
slew_headroom_pct = 75.4
tns_ps = 0
tightest_slew_ps = 359
setup_viol = 0
period_used_pct = 96.0

[global_route]
grt_pass1_vias = 996
grt_pass1_wl_um = 4350
track_usage_pct = 7.00
grt_max_degree = 8
grt_overflow = 0
antenna_found_initial = 0

[min_path]
hold_class = in -> out

[flow_run]
warnings = 32
maxCapViolCount = 0

[outcome]
status = finished, final reports clean
==> layout make-up <==
| class | instances | share of cell area, % |
|---|---|---|
| tap | 48 | 4.07 |
| inverter | 12 | 3.05 |
| multi-input combinational | 104 | 55.6 |
| timing repair buffer | 56 | 37.3 |
==> Yosys cell counts (2+ instances only) <==
cell	instances
a21oi_2	3
xor2_1	2
inv_1	12
o21bai_1	2
a211oi_1	3
nand4_1	4
xnor2_1	6
o21ai_0	2
o21ai_1	2
buf_4	16
nand2_1	11
a21oi_1	8
nor2_1	12
nand3_1	6
a21o_1	2
ha_1	16
fa_1	4
==> cell usage in the layout (no fill, tap or decap), types with 2 or more instances in the layout <==
| cell | synthesis | layout |
|---|---|---|
| xor2_1 | 2 | 2 |
| a211oi_1 | 3 | 3 |
| a21o_1 | 2 | 2 |
| ha_1 | 16 | 14 |
| nand2_1 | 11 | 11 |
| o21bai_1 | 2 | 2 |
| a21oi_2 | 3 | 3 |
| fa_1 | 4 | 4 |
| clkdlybuf4s50_1 | 0 | 52 |
| xnor2_1 | 6 | 6 |
| nand4_1 | 4 | 4 |
| o21ai_1 | 2 | 2 |
| o21ai_0 | 2 | 2 |
| inv_1 | 12 | 12 |
| a21oi_1 | 8 | 8 |
| nor2_1 | 12 | 12 |
| nand3_1 | 6 | 6 |
| buf_4 | 16 | 4 |
==> per-stage QoR <==
stage	worst slack, ps	hold WS (ps)	util [%]
floorplan	1030	1820	-
global placement	147	2810	39.0
detailed placement	98.6	2830	39.0
CTS	94.7	2830	39.0
global route	9.52	2880	39.4
finish	177	2820	39.4
==> worst max-delay path: cells and delay by family <==
family                     cells  cell delay (ps)
and+or+nand+nor                1              140
AOI/OAI and AO/OA              3              630
adders and majority gates      2              770
buffers and inverters          3              930
==> where the power goes <==
part | switching (mW) | total (mW) | internal [mW]
Sequential | 0 | 0 | 0
Clock | 0 | 0 | 0
Combinational | 0.0781 | 0.211 | 0.132
Total | 0.0781 | 0.211 | 0.132
==> routing by layer <==
metal  share of wire, %  GRT usage [%]  vias up
li1                   -              -      538
met1                 48           9.68      449
met2                 44           11.0       30
met3                8.2           2.17        0
met4                  0              0        0
met5                  0              0        -
==> cells by family (layout without fill, tap and decap cells) <==
kind of cell,after synthesis,after routing,share of synthesized area [%]
adders and majority gates,20,20,28.9
and+or+nand+nor,43,43,21.7
buffers and inverters,28,68,17.0
xor gates and xnor gates,8,8,7.22
AOI/OAI and AO/OA,33,33,25.3
==> path summary, 6_finish.rpt <==
| path | startpoint | end | cells past startpoint |
|---|---|---|---|
| worst min-delay path | c_in | c_out | 3 |
| worst max-delay path | a[7] | sum[12] | 9 |
Power is estimated from default activity; no workload was simulated.
